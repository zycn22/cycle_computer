<file path="flow/design.v">
module LEDdisplay(
  input logic SegA, SegB, SegC, SegD, SegE, SegF, SegG, DP,
  input logic [3:0] nDigit,
  output logic [6:0] HEX0,
  output logic [6:0] HEX1,
  output logic [6:0] HEX2,
  output logic [6:0] HEX3,
  output logic LED3, LED4, LED5, LED6
);
  always_comb begin
    HEX0 = 7'b1111111;
	 HEX1 = 7'b1111111;
	 HEX2 = 7'b1111111;
	 HEX3 = 7'b1111111;
	 LED3 = 1'b0;
	 LED4 = 1'b0;
	 LED5 = 1'b0;
	 LED6 = 1'b0;
	 case (nDigit) 
	   4'b1110: begin 
		           HEX0 = ~{SegG, SegF, SegE, SegD, SegC, SegB, SegA};
					  LED3 = DP;
					end
		4'b1101: begin
		           HEX1 = ~{SegG, SegF, SegE, SegD, SegC, SegB, SegA};
					  LED4 = DP;
					end
	   4'b1011: begin
		           HEX2 = ~{SegG, SegF, SegE, SegD, SegC, SegB, SegA};
					  LED5 = DP;
					end
		4'b0111: begin
		           HEX3 = ~{SegG, SegF, SegE, SegD, SegC, SegB, SegA};
					  LED6 = DP;
					end
	 endcase
  end
endmodule
</file>
<file path="flow/run.sh">
#!/bin/bash
# OpenROAD 26Q1-2900-gdf79404cd8, Yosys 0.63+post, stock flow scripts
make -C /OpenROAD-flow-scripts/flow DESIGN_CONFIG=/design/flow/config.mk WORK_HOME=/design/flow/orfs finish
</file>
<file path="flow/config.mk">
export PLATFORM = sky130hd
export DESIGN_NAME = LEDdisplay
export DESIGN_NICKNAME = LEDdisplay
export VERILOG_FILES = /design/flow/design.v
export SDC_FILE = /design/flow/constraint.sdc
export NUM_CORES = 4
export LEC_CHECK = 1
export CORE_AREA = 10 10 70 70
export DIE_AREA = 0 0 80 80
</file>
<file path="flow/constraint.sdc">
current_design LEDdisplay

set clk_period 1.6
set clk_io_pct 0.2

create_clock -name clk0 -period $clk_period

set non_clock_inputs [all_inputs -no_clocks]
set_input_delay [expr $clk_period * $clk_io_pct] -clock clk0 $non_clock_inputs
set_output_delay [expr $clk_period * $clk_io_pct] -clock clk0 [all_outputs]
</file>
==> deck_impl_summary.md <==
Implementation Results

Run
  – Tool warnings: 34
  – Max cap viols: 0

Synthesis
  – Top-area cell share: 0.385
  – Syn. warnings: 1
  – # Cells Yosys: 43
  – Unique cell types: 8
  – Top cells by area: nand2_1, buf_6, and4b_1
  – Cells after Synth: 43
  – Synth area leader: nand2_1
  – Yosys Chip Area: 244 µm²
  – Avg Cell Area, Syn: 5.67 µm²
  – Synth Cell Area: 244 µm²
  – Synth Seq Share: 0

Placed design
  – Post-Place Cells: 140
  – Area post-placement: 779 µm²
  – DP HPWL: 1470 µm
  – I/O Buffers: 44
  – Post-Place Worst Slack: -0.624 ns
  – Routability Congestion: 0.702

Drt
  – Avg WL per Cell: 11.7 µm
  – Total Wirelength: 1760 µm
  – Avg Vias per Cell: 3.49
  – Pre-Repair DR Iteration Count: 4
  – Residual DRC count: 0
  – N_diodes: 0
  – ANT nets after route: 0
  – Number of DRC markers in iteration 0: 11
  – Vias post-DR: 527

Setup path
  – Crit. End Element: output pin
  – Crit-path slowest cell: and4b_2
  – Worst Path Class, Setup: input port to output pin
  – Launch point of the worst path: nDigit[2]
  – Critical path cell sequence: buf_4, and4b_2, buf_6, buf_6, nand2_1, dlygate4sd2_1
  – Crit path DRT: 1.28 ns
  – Slowest cell delay on critical path: 0.34 ns
  – CP startpoint kind: input port
  – CP arrival: 1.28 ns
  – CP most frequent cell: buf_6
  – Critical Path Fanout Max: 5

Global routing
  – Gr usage total: 0.0466
  – Initial antenna violation count: 0
  – Vias in the first global route: 488
  – Largest net degree at the start of global routing: 8
  – Gr ovfl total: 0
  – First-pass GRT wire length: 2440 µm

Timing
  – RSZ-0062 raised after global routing: true
  – Worst setup margin: 0.00374 ns
  – Final Hold Vio Count: 0
  – Tcrit/Tclk final: 0.998
  – Max Freq: 0.626 GHz
  – Final min period: 1.60 ns
  – Slew @ Worst Pin: 0.148 ns
  – Rel. slew slack: 0.901
  – Max-slew violations: 0
  – Final setup vio count: 0

Power
  – PD cells: 117 nW/µm²
  – Share of power burned in the clock network: 0
  – Combinational share of power: 1.000
  – NetSw: 0.0352 mW
  – Part of the power in registers: 0
  – Net Sw Frac: 0.345
  – Pint: 0.0669 mW
  – Peak supply drop: 0.0644 mV
  – Leakage: 0.375 nW

Floorplan
  – Fp util: 0.0714
  – Core box area: 3420 µm²
  – Top Ports: 44
  – Full die area: 6400 µm²
  – Rows: 21
  – DIE WIDTH: 80 µm
  – Die Height: 80 µm

Cells and area
  – Post-Layout Cell Count: 151
  – Clk_buf instances: 0
  – Post-route cell area: 873 µm²
  – Seq_cells: 0
  – Area grow syn2layout: 258%
  – Share of layout cells above drive strength 1: 0.333
  – Seq. cell area: 0 µm²

Outcome
  – Status: finished, final reports clean

Hold path
  – Worst Hold Class: input port to output pin
  – Hold Startpoint: nDigit[3]

Clock tree
  – CTS hold repair buffers: 0
worst max-delay path: cells and delay by family:
family                 cells  cell delay (ns)
buffers and inverters      4             0.57
and+or+nand+nor            2             0.39
what timing repair did:
action / in CTS / in global routing
setup buffers: 9 / 3
gates cloned: 0 / 0
setup endpoints to repair: 32 / 8
pin swaps: 7 / 1
gates resized: 77 / 11
cell type report:
cell class	instances	area, µm²
well taps	46	57.6
fillers	389	2540
multi-input cells	39	204
repair buffers	66	612
cells in the mapped netlist:
library cell,count
and2_1,3
and2_4,1
and4b_1,4
buf_6,4
nand2_1,25
nand4_1,3
nor2b_1,2
or2_1,1
cell usage in the layout, fill, tap and decap left out:
cell             netlist  routed
nand2_1               25      25
dlygate4sd2_1          0      22
buf_6                  4      15
buf_4                  0      11
clkdlybuf4s15_1        0       6
clkdlybuf4s50_1        0       5
and4b_2                0       4
nand4_1                3       3
and2_1                 3       3
dlymetal6s2s_1         0       3
nor2b_1                2       2
buf_2                  0       2
clkbuf_2               0       2
or2_1                  1       1
and2_4                 1       1
power by group through the flow:
stage / logic, mW / registers (mW) / clock network (mW)
after CTS: 0.100 / 0 / 0
after global routing: 0.112 / 0 / 0
final: 0.102 / 0 / 0
per-stage QoR:
stage	util	TNS [ns]	power, mW	hold slack [ns]
after floorplan	-	0	0.0183	0.655
after global placement	0.228	-16.48	0.0974	1.61
after detailed placement	0.228	-17.08	0.0985	1.61
after CTS	0.248	-0.289	0.100	1.02
after global routing	0.256	-0.0528	0.112	0.956
final	0.256	0	0.102	0.920
metal layers:
| metal | GRT usage | wire (µm) | up-vias | part of all wire |
|---|---|---|---|---|
| met4 | 0 | 0 | 0 | 0 |
| met1 | 0.0567 | 733 | 237 | 0.42 |
| met3 | 0.0125 | 186 | 0 | 0.11 |
| li1 | - | - | 265 | - |
| met2 | 0.0843 | 839 | 25 | 0.48 |
| met5 | 0 | 0 | - | 0 |
kinds of logic (layout without fill, tap and decap cells):
family / after synthesis / in the layout / share of synthesized area
and+or+nand+nor: 39 / 39 / 0.815
buffers and inverters: 4 / 66 / 0.185
final timing paths:
check                 endpoint  cells past startpoint
worst min-delay path   HEX0[4]                      3
worst max-delay path   HEX2[1]                      6
Power figures rest on the tool's default switching activity, not on a simulated workload.
