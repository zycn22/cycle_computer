==> flow/run.sh <==
#!/bin/bash
# OpenROAD 26Q1-2900-gdf79404cd8, Yosys 0.63+post, stock flow scripts
make -C /OpenROAD-flow-scripts/flow DESIGN_CONFIG=/design/flow/config.mk WORK_HOME=/design/flow/orfs finish
==> flow/config.mk <==
export PLATFORM = sky130hd
export DESIGN_NAME = nForkgen
export DESIGN_NICKNAME = nForkgen
export VERILOG_FILES = /design/flow/design.v
export SDC_FILE = /design/flow/constraint.sdc
export NUM_CORES = 4
export LEC_CHECK = 1
export CORE_UTILIZATION = 30
==> flow/constraint.sdc <==
current_design nForkgen

set clk_period 6.7
set clk_io_pct 0.2

create_clock -name clk0 -period $clk_period [get_ports {core_CLK}]

set non_clock_inputs [all_inputs -no_clocks]
set_input_delay [expr $clk_period * $clk_io_pct] -clock clk0 $non_clock_inputs
set_output_delay [expr $clk_period * $clk_io_pct] -clock clk0 [all_outputs]
==> flow/design.v <==
`timescale 1ns / 1ps
module nForkgen (
  input [7:0] SW,
  input core_CLK,
  input core_nReset,
  output logic nfork
);
  parameter n = 32768;
  logic [23:0] count;
  logic [6:0] nfork_timer;  
  logic [7:0] SW_prev;  
  always_ff @(posedge core_CLK, negedge core_nReset) begin
    if (!core_nReset) begin
      count <= 0;
      nfork_timer <= 0;  
		nfork <= 1'b1;
    end
    else if (count == (SW * 3277-65) && (SW != 0)) begin
        nfork <= 0;
        count <= 0;
        nfork_timer <= 65;  
      end
    else if (SW == 0) begin
        nfork <= 1;
        count <= 0;
        nfork_timer <= 0;  
      end
    else if (nfork_timer > 0) begin  
        nfork <= 0;
        nfork_timer <= nfork_timer - 1'b1;
      end
	 else if (SW != SW_prev) begin
      count <= 0;
    end
    else begin
        nfork <= 1;
        count <= count + 1'b1;
      end
  end
    always_ff @(posedge core_CLK, negedge core_nReset) begin
    if (!core_nReset) begin
	   SW_prev <= '0;
    end
	 else begin
	   SW_prev <= SW;  
	 end
  end
endmodule
==> impl_metrics.ini <==
; implementation run metrics
[job]
drv_cap = 0
warnings = 36

[final_layout]
layoutNonFillerInstCount = 726
fill_cells = 1481
syn_to_final_growth_pct = 10.2
drive_above_1_share_pct = 4.43

[worst_setup_path]
arrival_ns = 6.39
critPathSlowestCell = clkdlybuf4s50_1
r2r_slack_ns = 3.40
startpoint_type = input port
crit_fanout = 26
crit_type = input port to register
required_ns = 6.85
cpPeakStageDelay_ns = 0.58
critPathCaptureType = register
path_cells = clkdlybuf4s50_1, inv_1, ha_1, ha_1, inv_1, fa_1, inv_1, fa_1, ha_1, o211ai_1, a21oi_2, o21ai_1, a21oi_1, a2111oi_2, nor3_2, nor3_4, buf_12, a2111oi_0

[logic_synthesis]
synthDistinctLibCells = 60
yosys_cells = 533
top_cells_by_area = dfrtp_1 21%, ha_1 15%, fa_1 11%
yosys.area.top_type = dfrtp_1
syn-cell-area_um2 = 4570
async_reset_ff_share_pct = 100
top_area_share_pct = 21.4
ff_type = dfrtp_1
synth-edff-count = 0
top_cell = inv_1
top_cells_by_count = 61 x inv_1, 55 x ha_1, 39 x dfrtp_1, 39 x nand2_1, 34 x o21ai_0
avgSynthCellArea_um2 = 8.57
ys_ff = 40
ys.warnings.count = 1
yosys_area_um2 = 4570
ys_seq_share_pct = 21.9
synthCells = 533

[placed_design]
port_buffers = 10
gp_congestion = 0.872
dp_hpwl_um = 8750
dp.cells = 718

[drt]
drtIter0Drc = 140
first_pass_iters = 4
wl_um = 11100
post_drt_wl_per_cell_um = 15.3
post-route-drc-count = 0
ant_nets = 0
diodes = 0
vias_per_cell = 5.22
vias = 3793

[grt]
antenna_found_initial = 0
grt_max_degree = 41
grt_pass1_vias = 3784
grt_use_total_pct = 15.5
grt_pass1_wl_um = 19200
grt_overflow = 0

[floorplan]
core-area_um2 = 14700
die_h_um = 125
pin_count = 11
rows = 44
dieArea_um2 = 15700
dieWidth_um = 125
initCoreUtil_pct = 31.1

[power]
ir_worst_vdd_mv = 0.160
power.total_uw = 1450
leakage_uw = 0.00230
p_per_area_nw_per_um2 = 288

[timing]
slew_headroom_pct = 37.5
timing.final.crit_period_ns = 6.24
skew_ns = 0.00921
period_used_pct = 93.1
tns_ns = 0
final-max-slew-violation-count = 0
tightestPinTransition_ns = 0.934
rsz0062_at_grt = no
setup_viol = 0
hold_violations = 0
max_freq_mhz = 160

[clock_tree]
post_cts_resized = 0
holdBufCountCts = 0
h-tree-depth = 2
clk_latency_ns = 0.28
cts_made_buffers = 5
path_clk_slew_ns = 0.06
cts_num_sinks = 40
tritoncts = built
cts_root_buf = clkbuf_16
cts_setup_buffers = 0
cts_buffer_depth = 2

[worst_hold_path]
hold_path_class = register to register

[outcome]
status = complete, no violations
-- per-stage QoR --
stage	hold WS, ns	utilization [%]	instance area (µm²)	setup WS (ns)
after global placement	0.539	33.2	4890	0.240
after global routing	0.574	34.2	5030	0.192
after floorplan	0.524	-	4570	1.29
final	0.557	34.2	5030	0.462
after detailed placement	0.542	33.2	4890	0.215
after CTS	0.559	34.2	5030	0.472
-- routing by layer --
layer / global-route usage, % / wire [µm]
met1: 23.4 / 5540
met2: 24.6 / 4980
met3: 2.79 / 504
met4: 1.22 / 84
met5: 0 / 0
-- where the power goes --
group          internal [µW]  leakage [µW]  switching [µW]
clock                    139     0.0000671            99.5
combinational            381       0.00171             541
sequential               267      0.000522            20.3
-- critical path, delay by kind of cell --
kind / cells / cell delay (ns)
adders and majority gates: 5 / 2.09
AOI/OAI and AO/OA: 6 / 1.40
buffers and inverters: 5 / 1.10
and+or+nand+nor: 2 / 0.44
-- kinds of logic after synthesis --
kind of cell               after synthesis  share of synthesized area [%]
AOI/OAI and AO/OA                      120                           16.6
xor gates and xnor gates                41                           7.86
adders and majority gates               80                           26.0
buffers and inverters                   78                           6.71
DFF                                     40                           21.9
muxes                                    4                          0.904
and+or+nand+nor                        170                           19.9
-- final cells by class --
class	count	area, µm²	area share (%)
multi-input cells	415	3260	64.7
flip-flops and latches	40	1000	19.9
well taps	184	230	4.57
inverters	61	229	4.55
repair buffers	18	168	3.33
clock buffers	6	129	2.56
clock inverters	2	16.3	0.323
-- path summary, 6_finish.rpt --
check / to / depth (start not counted) / startpoint
max: nfork_timer[1]$_DFFE_PN0P_ / 18 / SW[4]
min in group asynchronous: count[21]$_DFFE_PN0P_ / 2 / core_nReset
max in group asynchronous: nfork$_DFFE_PN1P_ / 2 / core_nReset
max reg2reg: count[10]$_DFFE_PN0P_ / 7 / SW_prev[4]$_DFF_PN0_
min reg2reg: nfork_timer[5]$_DFFE_PN0P_ / 2 / nfork_timer[5]$_DFFE_PN0P_
min: nfork_timer[5]$_DFFE_PN0P_ / 2 / nfork_timer[5]$_DFFE_PN0P_
-- flip-flops by register name, summed over array words and instances, names as in the netlist --
name	cells
nfork_timer	7
nfork	1
count	24
SW_prev	8
-- cell usage in the layout, fill, tap and decap left out, types with 16 or more instances in the layout --
cell and instances:
inv_1 61, ha_1 55, dfrtp_1 39, nand2_1 39, o21ai_0 34, a21oi_1 32, nor3_1 27, nor2_1 25
xor2_1 25, fa_1 25, xnor2_1 16
Power figures rest on the tool's default switching activity, not on a simulated workload.
